==> flow/design.v <==
module test ;
  parameter n=4 ;
  parameter m=16 ;
  reg [5:0] a ;
  wire [m-1:0] b ;
  wire [3:0] c ;
  wire [63:0] d ;
  wire [n-1:0] e,g ;
  reg [m-1:0] f ;
  wire [1:0] h ;
  wire [5:0] j ;
  wire [2:0] k ;
  Decoder #(n,m) dec(a[n-1:0], b) ;
  Dec24 d24(a[1:0],c) ;
  Dec664 d64(a,d) ;
  Enc164 e2(f,g) ;
  Arb #(6) arb(a,j) ;
  Encoder #(6,3) enc2(j,k) ;
  initial begin
    a = 0 ; f = 1 ;
    repeat (64) begin
      #100 $display("%b %b %d",a,j,k) ;
      a = a+ 1 ; f = f<<1;
    end 
  end
endmodule
module Decoder(a, b) ;
  parameter n = 3 ;
  parameter m = 8 ;
  input  [n-1:0] a ;
  output [m-1:0] b ;
  reg [m-1:0] b ;
  integer i ;
  always @(a) begin
    for(i=0;i<m;i=i+1) begin
      b[i] = (a == i) ? 1 : 0 ;
    end
  end
 endmodule
module Dec24(a, b) ;
  input  [1:0] a ;
  output [3:0] b ;
  wire   [3:0] b ;
  assign b[0] = !a[0] & !a[1] ;
  assign b[1] =  a[0] & !a[1] ;
  assign b[2] = !a[0] &  a[1] ;
  assign b[3] =  a[0] &  a[1] ;
endmodule 
module Dec664(a, b) ;
  input  [5:0]  a ;
  output [63:0] b ;
  reg    [63:0] b ;
  wire   [3:0]  c, d, e ;
  integer i ;
  Dec24 d0(a[1:0],c) ;
  Dec24 d1(a[3:2],d) ;
  Dec24 d2(a[5:4],e) ;
  always @(c or d or e) begin
    for(i=0;i<64;i=i+1) begin
      b[i] = c[i & 3] & d[(i>>2) & 3] & e[(i>>4) & 3] ;
    end
  end 
endmodule
module Encoder(a, b) ;
  parameter n = 8 ;
  parameter m = 3 ;
  input  [n-1:0] a ;
  output [m-1:0] b ;
  reg    [m-1:0] b ;
  integer i ;
  always @(a) begin
    for(i=0;i<n;i=i+1) begin
      if(a[i] == 1) b = i ;
    end
    if(a == 0) b = 0 ;
  end
endmodule
module Enc42(a, b) ;
  input  [3:0] a ;
  output [1:0] b ;
  wire   [1:0] b ;
  assign b[1] = a[3] | a[2] ;
  assign b[0] = a[3] | a[1] ;
endmodule
module Enc42a(a, b, c) ;
  input  [3:0] a ;
  output [1:0] b ;
  output c ;
  wire   [1:0] b ;
  wire   c ;
  assign b[1] = a[3] | a[2] ;
  assign b[0] = a[3] | a[1] ;
  assign c = |a ;
endmodule
module Enc164(a, b) ;
  input [15:0] a ;
  output[3:0]  b ;
  wire [3:0] b ;
  wire [7:0] c ;  
  wire [3:0] d ;  
  Enc42a e0(a[3:0],  c[1:0],d[0]) ;
  Enc42a e1(a[7:4],  c[3:2],d[1]) ;
  Enc42a e2(a[11:8], c[5:4],d[2]) ;
  Enc42a e3(a[15:12],c[7:6],d[3]) ;
  Enc42 e4(d[3:0], b[3:2]) ;
  assign b[1] = c[1]|c[3]|c[5]|c[7] ;
  assign b[0] = c[0]|c[2]|c[4]|c[6] ;
endmodule
module Mux2(a0, a1, s, b) ;
  parameter k = 1 ;
  input [k-1:0] a0, a1 ;   
  input [1:0]   s ;  
  output[k-1:0] b ;
  wire [k-1:0] b = ({k{s[0]}} & a0) | 
                   ({k{s[1]}} & a1) ;
endmodule
module Mux4(a0, a1, a2, a3, s, b) ;
  parameter k = 1 ;
  input [k-1:0] a0, a1, a2, a3 ;   
  input [3:0]   s ;  
  output[k-1:0] b ;
  wire [k-1:0] b = ({k{s[0]}} & a0) | 
                   ({k{s[1]}} & a1) |
                   ({k{s[2]}} & a2) |
                   ({k{s[3]}} & a3) ;
endmodule
module Mux5(a0, a1, a2, a3, a4, s, b) ;
  parameter k = 1 ;
  input [k-1:0] a0, a1, a2, a3, a4 ;   
  input [4:0]   s ;  
  output[k-1:0] b ;
  wire [k-1:0] b = ({k{s[0]}} & a0) | 
                   ({k{s[1]}} & a1) |
                   ({k{s[2]}} & a2) |
                   ({k{s[3]}} & a3) |
                   ({k{s[4]}} & a4) ;
endmodule
module Mux8(a0, a1, a2, a3, a4, a5, a6, a7, s, b) ;
  parameter k = 1 ;
  input [k-1:0] a0, a1, a2, a3, a4, a5, a6, a7 ;   
  input [7:0]   s ;  
  output[k-1:0] b ;
  wire [k-1:0] b = ({k{s[0]}} & a0) | 
                   ({k{s[1]}} & a1) |
                   ({k{s[2]}} & a2) |
                   ({k{s[3]}} & a3) |
                   ({k{s[4]}} & a4) |
                   ({k{s[5]}} & a5) |
                   ({k{s[6]}} & a6) |
                   ({k{s[7]}} & a7) ;
endmodule
module FunnelShift(in, s, out) ;
  parameter n = 12 ;
  parameter m = 5 ;
  input [n-1:0] in ;
  input [n-m-1:0] s ;
  output [m-1:0] out ;
  reg [m-1:0] out ;
  integer i ;
  always @(in or s) begin
    for(i=0;i<(n-m);i=i+1) begin
      if(s[i] == 1) out = in>>i ;
    end 
    if(s == 0) out = {m{1'bx}} ;
  end
endmodule  
module Mux(a,s,b) ;
  parameter n = 8 ;
  input [n-1:0] a, s ;
  output b ;
  wire [n-1:0] p = a & s ;  
  wire b = |p ;
endmodule 
module BMux(a, s, b) ;
  parameter n = 8 ;
  parameter m = 3 ;
  input[n-1:0] a ;
  input[m-1:0] s ;
  output b ;
  wire [n-1:0] ds ;  
  Decoder #(m,n) dec(s, ds) ;
  Mux #(n) mux(a, ds, b) ;
endmodule
module Arb(r, g) ;
  parameter n=8 ;
  input  [n-1:0] r ;
  output [n-1:0] g ;
  wire   [n-1:0] c = {(~r[n-2:0] & c[n-2:0]),1'b1} ;
  wire   [n-1:0] g = r & c ;
endmodule
module RArb(r, g) ;
  parameter n=8 ;
  input  [n-1:0] r ;
  output [n-1:0] g ;
  wire   [n-1:0] c = {1'b1,(~r[n-1:1] & c[n-1:1])} ;
  wire   [n-1:0] g = r & c ;
endmodule
module PriorityEncoder(r, b) ;
  parameter n=8 ;
  parameter m=3 ;
  input  [n-1:0] r ;
  output [m-1:0] b ;
  wire   [n-1:0] g ;
  Arb #(n) a(r, g) ;
  Encoder #(n,m) e(g, b) ;
endmodule
==> flow/run.sh <==
#!/bin/bash
# OpenROAD 26Q1-2900-gdf79404cd8, Yosys 0.63+post, stock flow scripts
make -C /OpenROAD-flow-scripts/flow DESIGN_CONFIG=/design/flow/config.mk WORK_HOME=/design/flow/orfs finish
==> flow/config.mk <==
export PLATFORM = sky130hd
export DESIGN_NAME = FunnelShift
export DESIGN_NICKNAME = FunnelShift
export VERILOG_FILES = /design/flow/design.v
export SDC_FILE = /design/flow/constraint.sdc
export NUM_CORES = 4
export LEC_CHECK = 1
export CORE_AREA = 10 10 70 70
export DIE_AREA = 0 0 80 80
==> flow/constraint.sdc <==
current_design FunnelShift

set clk_period 2.2
set clk_io_pct 0.2

create_clock -name clk0 -period $clk_period

set non_clock_inputs [all_inputs -no_clocks]
set_input_delay [expr $clk_period * $clk_io_pct] -clock clk0 $non_clock_inputs
set_output_delay [expr $clk_period * $clk_io_pct] -clock clk0 [all_outputs]
==> impl_metrics.yaml <==
# generated from flow reports
final_timing:
  maxSlewViolCount: 0
  hold_viol: 0
  max_freq_mhz: 466
  untimed_endpoints: 5
  unclocked_regs: 5
  min_period_over_period: 0.976
  worst_slack_ns: 0.0525
  setup_viol: 0
  finalCriticalPeriod_ns: 2.15
  finalSetupTns_ns: 0
  rsz0062_at_grt: "true"
finish:
  largest_reg_flops: 5
  fin_util: 0.193
  register_area_um2: 76.3
  final_cell_area_um2: 661
  instances_no_fill: 120
  comb_area_um2: 353
  drive_above_1_share: 0.297
  fill_cells: 388
  lay_top_count: "buf_2"
  layout_top_cells: "buf_2 (11), mux2i_1 (10)"
  syn_to_final_growth_pct: 53.9
logic_synthesis:
  ys_sh_mux: 0.233
  fa_ha_area_frac: 0
  synth_warnings: 1
  yosysChipArea_um2: 429
  netlist_area_um2: 429
  xor_share: 0
  top_logic_kind: "simple AND/OR/NAND/NOR gates"
  ys_cells: 52
  ys.flops: 5
  simple_gate_area_frac: 0.306
  syn_area_per_cell_um2: 8.25
  ys_sh_aoi: 0.204
  synthCells: 52
  ys_types: 15
setup_path:
  crit_path_cell_trace: "buf_12 > nor2b_1 > a2111o_1 > a31oi_2 > dlxtn_2 > buf_2"
  required_ns: 1.76
  start_kind: "primary input"
  endpoint: "out[2]"
  max_stage_delay_ns: 0.40
  crit_family: "AND-OR/OR-AND gates"
  worstPathArrival_ns: 1.71
  crit_cells: 6
  end_kind: "output port"
  crit_buf_inv: 2
  critPathMaxFanout: 11
  startpoint: "s[3]"
  cp_slowest_cell: "a2111o_1"
  critical_path_class: "primary input to output port"
floorplan:
  rows: 21
  chip_area_mm2: 0.00640
  die_h_um: 80
  fp.dieW_um: 80
  coreArea_mm2: 0.00342
  fp_util: 0.126
  io_pins: 24
route:
  ant_nets: 0
  wl_per_cell_um: 10.8
  drt_iter0_drc: 58
  wirelength_um: 1300
  viasPerCell: 3.63
  drcViolationCount: 0
  routed-via-count: 435
  insertedDiodeCount: 0
  drtPass1Iterations: 3
pwr:
  power_density_mw_per_mm2: 153
  leakage_nw: 0.296
  p_total_mw: 0.101
  ir_drop_mv: 0.0190
placed_design:
  placed_cell_area_um2: 691
  post-dp-hpwl_um: 1110
  post-place-ws_ns: -0.962
  port_buffers: 22
  dpl.cell_count: 120
  globalplace.congestion: 0.714
global_routing:
  antenna_found_initial: 0
  grt_use_total: 0.0384
  overflow: 0
  grt_max_degree: 12
  grt_pass1_vias: 429
  grt_pass1_wl_um: 2030
status:
  status: "finished, final reports clean"
clocking:
  holdBufCountCts: 0
  post_cts_buffers: 0
job:
  maxCapViolCount: 0
  tool_warnings: 35
## kinds of logic (layout without fill, tap and decap cells)
logic type	after synthesis	count (layout)
buf+inv	4	22
mux	10	10
simple gates	22	22
compound gates	10	10
latches	5	5
other cells	1	5
## report_power, final
| group | switching, mW | internal [mW] |
|---|---|---|
| logic | 0.0402 | 0.0499 |
| registers | 0.000953 | 0.00987 |
| clock network | 0 | 0 |
| total | 0.0412 | 0.0598 |
## synthesized netlist by cell type, drive strengths merged
library cell	number	share of area
and2b	1	0.020
conb	1	0.0087
buf	4	0.073
nor2	2	0.017
nand2	5	0.044
nor3b	5	0.087
nand2b	4	0.058
a2111o	5	0.13
or2b	1	0.020
nor2b	4	0.058
dlxtn	5	0.17
a31oi	5	0.073
mux2i	10	0.23
## repair_timing
item                       4_1_cts  5_1_grt
setup endpoints to repair        5        3
gates resized                   75        3
pin swaps                       10        5
gates cloned                     0        0
hold endpoints to repair         0        0
## layer usage
layer | vias up | global-route usage | routed length [um]
met5 | - | 0 | 0
met4 | 0 | 0 | 0
met3 | 0 | 0.00909 | 77
met2 | 9 | 0.0730 | 649
met1 | 194 | 0.0444 | 573
li1 | 232 | - | -
## cell type report
cell class,count,share of cell area
tap,46,0.0871
sequential,5,0.116
multi-input combinational,47,0.534
timing repair buffer,22,0.263
Power and IR drop assume default switching activity.
